<file path="./design.v">
module SIPO_IOB(CLOCK_IOB, EN_IOB, RES_IOB, DAT_IN_IOB, DAT_OUT_IOB);
input CLOCK_IOB, EN_IOB, RES_IOB, DAT_IN_IOB;
output reg[111:0]DAT_OUT_IOB;
always@(posedge CLOCK_IOB)
if(~RES_IOB)
begin
if(EN_IOB)
begin
  DAT_OUT_IOB[7]<=DAT_IN_IOB;   
  DAT_OUT_IOB[6]<=DAT_OUT_IOB[7];
  DAT_OUT_IOB[5]<=DAT_OUT_IOB[6];
  DAT_OUT_IOB[4]<=DAT_OUT_IOB[5];
  DAT_OUT_IOB[3]<=DAT_OUT_IOB[4];
  DAT_OUT_IOB[2]<=DAT_OUT_IOB[3];
  DAT_OUT_IOB[1]<=DAT_OUT_IOB[2];
  DAT_OUT_IOB[0]<=DAT_OUT_IOB[1];
end
else
begin
  DAT_OUT_IOB = DAT_OUT_IOB;
end
end
else
begin
  DAT_OUT_IOB = 1'b0;
end
endmodule
</file>
<file path="./constraint.sdc">
current_design SIPO_IOB

set clk_period 1.0
set clk_io_pct 0.2

create_clock -name clk0 -period $clk_period [get_ports {CLOCK_IOB}]

set non_clock_inputs [all_inputs -no_clocks]
set_input_delay [expr $clk_period * $clk_io_pct] -clock clk0 $non_clock_inputs
set_output_delay [expr $clk_period * $clk_io_pct] -clock clk0 [all_outputs]
</file>
<file path="./config.mk">
export PLATFORM = sky130hd
export DESIGN_NAME = SIPO_IOB
export DESIGN_NICKNAME = SIPO_IOB
export VERILOG_FILES = /design/flow/design.v
export SDC_FILE = /design/flow/constraint.sdc
export NUM_CORES = 4
export LEC_CHECK = 1
export CORE_AREA = 10 10 70 70
export DIE_AREA = 0 0 80 80
</file>
<file path="./run.sh">
#!/bin/bash
# OpenROAD 26Q1-2900-gdf79404cd8, Yosys 0.63+post, stock flow scripts
make -C /OpenROAD-flow-scripts/flow DESIGN_CONFIG=/design/flow/config.mk WORK_HOME=/design/flow/orfs finish
</file>
==> flow_metrics.env <==
# physical design summary
export IMPL_ys_flops=8
export IMPL_synthAdderAreaFrac_pct=0
export IMPL_area_growth_syn_to_layout_pct=-12.5
export IMPL_syn_area_per_cell_sq_um=8.17
export IMPL_drv_cap=0
export IMPL_ys_seq_share_pct=15.0
export IMPL_wl_per_cell_um=10.1
export IMPL_vias=505
export IMPL_worstPathRequired_ns=0.80
export IMPL_clk_path_buf_depth=2
export IMPL_synthesis_area_sq_um=1070
export IMPL_place_hpwl_um=1840
export IMPL_root_buffer="clkbuf_4"
export IMPL_p_leak_nw=0.583
export IMPL_slew_violations=0
export IMPL_overflow=0
export IMPL_cts_htree_levels=1
export IMPL_grt_pass1_wl_um=2620
export IMPL_cp_end_kind="output pin"
export IMPL_path_buffers=1
export IMPL_ys_chip_area_sq_um=1070
export IMPL_finalHoldViolCount=0
export IMPL_rsz0062_at_grt="false"
export IMPL_cp_max_fo=2
export IMPL_p_per_area_nw_per_um2=696
export IMPL_io_pin_count=116
export IMPL_cts_tree="built"
export IMPL_netlist_instances=131
export IMPL_die_y_um=80
export IMPL_warnings=25
export IMPL_yosysWarnings=1
export IMPL_most_common_cell="buf_4"
export IMPL_placementRows=21
export IMPL_fin_crit_sh_pct=94.2
export IMPL_ys_sh_xor_pct=0
export IMPL_die_area_sq_um=6400
export IMPL_max_freq_ghz=1.06
export IMPL_first_pass_iters=2
export IMPL_n_antenna_cell=0
export IMPL_setup_viol_count_final=0
export IMPL_synth_edff_count=0
export IMPL_drtIter0Drc=10
export IMPL_grt_antenna_before_repair=0
export IMPL_clock_latency_ns=0.25
export IMPL_track_usage_pct=4.71
export IMPL_yosysCellCount=131
export IMPL_compound_area_share_pct=0
export IMPL_die_x_um=80
export IMPL_largest_reg_flops=8
export IMPL_fin_skew_ns=0.00104
export IMPL_ff_type="dfxtp_1"
export IMPL_synthTopCellsByCount="buf_4 (104), dfxtp_1 (8), mux2i_1 (8), nor2_1 (8)"
export IMPL_power_uw=652
export IMPL_synthArstFlopShare_pct=0
export IMPL_max_flop_register="DAT_OUT_IOB"
export IMPL_portBuffers=11
export IMPL_peakVddDrop_uv=212
export IMPL_critPathArrivalTime_ns=0.74
export IMPL_grt_pass1_vias=595
export IMPL_postRouteAntennaNets=0
export IMPL_drive_above_1_share_pct=12.7
export IMPL_min_period_ns=0.942
export IMPL_gp_congestion=0.703
export IMPL_critical_path_top_delay_family="flip-flops"
export IMPL_mux_share_pct=7.49
export IMPL_cts_hold_buf=0
export IMPL_largest_area_cell="buf_4"
export IMPL_core_area_sq_um=3420
export IMPL_grt_max_degree=9
export IMPL_top_cell_area_share_pct=73.0
export IMPL_routed_wl_um=1980
export IMPL_clock_sinks=8
export IMPL_final_setup_tns_ns=0
export IMPL_via_per_inst=2.58
export IMPL_simple_gate_share_pct=2.81
export IMPL_criticalPathCategory="reg2out"
export IMPL_fp_utilization_pct=31.3
export IMPL_critPathSlowestCell="dfxtp_2"
export IMPL_top_regs="DAT_OUT_IOB (8)"
export IMPL_critPathLaunchType="flip-flop"
export IMPL_path_cells="clkdlybuf4s15_1"
export IMPL_final_util_pct=27.4
export IMPL_num_fill_cells=370
export IMPL_area_leaders="buf_4 (73%), dfxtp_1 (15%), mux2i_1 (7.5%)"
export IMPL_yosys_cell_types_count=7
export IMPL_slowest_delay_ns=0.32
export IMPL_clkTransAtPathRegs_ns=0.05
export IMPL_drc_errors=0
export IMPL_cts_setup_buffers=0
export IMPL_hp_class="in2reg"
export IMPL_cts_buffers_inserted=3
export IMPL_status="finished, final reports clean"
export IMPL_top_logic_kind="buffers and inverters"
-- path summary, 6_finish.rpt --
check	start	cells after the start	endpoint	slack (ns)
setup / recovery	DAT_OUT_IOB[2]$_SDFFE_PP0P_	1	DAT_OUT_IOB[2]	0.06
hold / removal	EN_IOB	4	DAT_OUT_IOB[0]$_SDFFE_PP0P_	0.40
setup reg to reg	DAT_OUT_IOB[4]$_SDFFE_PP0P_	3	DAT_OUT_IOB[3]$_SDFFE_PP0P_	0.26
hold reg to reg	DAT_OUT_IOB[0]$_SDFFE_PP0P_	2	DAT_OUT_IOB[0]$_SDFFE_PP0P_	0.48
-- final cells by class --
| class | count | area (sq um) | share of cell area, % |
|---|---|---|---|
| multi-input combinational | 120 | 500 | 53.5 |
| timing repair buffer | 19 | 185 | 19.8 |
| tap | 46 | 57.6 | 6.15 |
| sequential | 8 | 170 | 18.2 |
| clock buffer | 3 | 22.5 | 2.41 |
-- metrics by stage --
| step | cell area [sq um] | std cells | setup slack, ns | hold WS, ns |
|---|---|---|---|---|
| after floorplan | 1460 | 234 | 0.342 | 0.347 |
| after global placement | 901 | 193 | -0.218 | 0.479 |
| after detailed placement | 901 | 193 | -0.215 | 0.484 |
| after CTS | 933 | 196 | 0.0403 | 0.485 |
| after global routing | 936 | 196 | 0.0135 | 0.403 |
| final | 936 | 196 | 0.0579 | 0.398 |
-- kinds of logic (layout without fill, tap and decap cells) --
| logic type | count (synthesis) | count (layout) |
|---|---|---|
| simple gates | 8 | 8 |
| other cells | 1 | 104 |
| flops | 8 | 8 |
| buf+inv | 106 | 22 |
| mux | 8 | 8 |
-- power breakdown --
part           leakage, nW  internal (mW)  total (mW)  switching [mW]
clock network       0.0138          0.137       0.240           0.103
logic                0.500         0.0377      0.0840          0.0463
registers           0.0686          0.325       0.327         0.00242
-- layout by cell type (no fill, tap or decap) --
master / count
nor2_1: 8
dlymetal6s2s_1: 1
dfxtp_2: 8
clkdlybuf4s15_1: 8
buf_4: 7
clkbuf_4: 3
conb_1: 104
buf_12: 1
clkdlybuf4s50_1: 2
mux2i_1: 8
-- layer usage --
metal | up-vias | wire, um | GRT usage, %
li1 | 229 | - | -
met1 | 214 | 722 | 5.14
met2 | 58 | 996 | 8.67
met3 | 4 | 226 | 1.25
met4 | 0 | 34 | 1.23
met5 | - | 0 | 0
-- what timing repair did --
action	CTS	global route
gates resized	24	1
endpoints found under the setup margin	8	1
endpoints found under the hold margin	0	0
No activity file was given, so power comes from the tool's default toggle rates.
