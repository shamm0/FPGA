==> /design/flow/run.sh <==
#!/bin/bash
# OpenROAD 26Q1-2900-gdf79404cd8, Yosys 0.63+post, stock flow scripts
make -C /OpenROAD-flow-scripts/flow DESIGN_CONFIG=/design/flow/config.mk WORK_HOME=/design/flow/orfs finish
==> /design/flow/config.mk <==
export PLATFORM = sky130hd
export DESIGN_NAME = SIPO_CB
export DESIGN_NICKNAME = SIPO_CB
export VERILOG_FILES = /design/flow/design.v
export SDC_FILE = /design/flow/constraint.sdc
export NUM_CORES = 4
export LEC_CHECK = 1
export CORE_UTILIZATION = 30
==> /design/flow/constraint.sdc <==
current_design SIPO_CB

set clk_period 1.2
set clk_io_pct 0.2

create_clock -name clk0 -period $clk_period [get_ports {CLOCK_CB}]

set non_clock_inputs [all_inputs -no_clocks]
set_input_delay [expr $clk_period * $clk_io_pct] -clock clk0 $non_clock_inputs
set_output_delay [expr $clk_period * $clk_io_pct] -clock clk0 [all_outputs]
==> /design/flow/design.v <==
module SIPO_CB(CLOCK_CB, EN_CB, RES_CB, DAT_IN_CB, DAT_OUT_CB);
input CLOCK_CB, EN_CB, RES_CB, DAT_IN_CB;
output reg[111:0]DAT_OUT_CB;
always@(posedge CLOCK_CB)
if(~RES_CB)
begin
if(EN_CB)
begin
  DAT_OUT_CB[111]<=DAT_IN_CB;   
  DAT_OUT_CB[110]<=DAT_OUT_CB[111];
  DAT_OUT_CB[109]<=DAT_OUT_CB[110];
  DAT_OUT_CB[108]<=DAT_OUT_CB[109];
  DAT_OUT_CB[107]<=DAT_OUT_CB[108];
  DAT_OUT_CB[106]<=DAT_OUT_CB[107];
  DAT_OUT_CB[105]<=DAT_OUT_CB[106];
  DAT_OUT_CB[104]<=DAT_OUT_CB[105];
  DAT_OUT_CB[103]<=DAT_OUT_CB[104];
  DAT_OUT_CB[102]<=DAT_OUT_CB[103];
  DAT_OUT_CB[101]<=DAT_OUT_CB[102];
  DAT_OUT_CB[100]<=DAT_OUT_CB[101];
  DAT_OUT_CB[99]<=DAT_OUT_CB[100];
  DAT_OUT_CB[98]<=DAT_OUT_CB[99];
  DAT_OUT_CB[97]<=DAT_OUT_CB[98];
  DAT_OUT_CB[96]<=DAT_OUT_CB[97];
  DAT_OUT_CB[95]<=DAT_OUT_CB[96];
  DAT_OUT_CB[94]<=DAT_OUT_CB[95];
  DAT_OUT_CB[93]<=DAT_OUT_CB[94];
  DAT_OUT_CB[92]<=DAT_OUT_CB[93];
  DAT_OUT_CB[91]<=DAT_OUT_CB[92];
  DAT_OUT_CB[90]<=DAT_OUT_CB[91];
  DAT_OUT_CB[89]<=DAT_OUT_CB[90];
  DAT_OUT_CB[88]<=DAT_OUT_CB[89];
  DAT_OUT_CB[87]<=DAT_OUT_CB[88];
  DAT_OUT_CB[86]<=DAT_OUT_CB[87];
  DAT_OUT_CB[85]<=DAT_OUT_CB[86];
  DAT_OUT_CB[84]<=DAT_OUT_CB[85];
  DAT_OUT_CB[83]<=DAT_OUT_CB[84];
  DAT_OUT_CB[82]<=DAT_OUT_CB[83];
  DAT_OUT_CB[81]<=DAT_OUT_CB[82];
  DAT_OUT_CB[80]<=DAT_OUT_CB[81];
  DAT_OUT_CB[79]<=DAT_OUT_CB[80];
  DAT_OUT_CB[78]<=DAT_OUT_CB[79];
  DAT_OUT_CB[77]<=DAT_OUT_CB[78];
  DAT_OUT_CB[76]<=DAT_OUT_CB[77];
  DAT_OUT_CB[75]<=DAT_OUT_CB[76];
  DAT_OUT_CB[74]<=DAT_OUT_CB[75];
  DAT_OUT_CB[73]<=DAT_OUT_CB[74];
  DAT_OUT_CB[72]<=DAT_OUT_CB[73]; 
  DAT_OUT_CB[71]<=DAT_OUT_CB[72];
  DAT_OUT_CB[70]<=DAT_OUT_CB[71];
  DAT_OUT_CB[69]<=DAT_OUT_CB[70];
  DAT_OUT_CB[68]<=DAT_OUT_CB[69];
  DAT_OUT_CB[67]<=DAT_OUT_CB[68];
  DAT_OUT_CB[66]<=DAT_OUT_CB[67];
  DAT_OUT_CB[65]<=DAT_OUT_CB[66];
  DAT_OUT_CB[64]<=DAT_OUT_CB[65];
  DAT_OUT_CB[63]<=DAT_OUT_CB[64];
  DAT_OUT_CB[62]<=DAT_OUT_CB[63];
  DAT_OUT_CB[61]<=DAT_OUT_CB[62];
  DAT_OUT_CB[60]<=DAT_OUT_CB[61];
  DAT_OUT_CB[59]<=DAT_OUT_CB[60];
  DAT_OUT_CB[58]<=DAT_OUT_CB[59];
  DAT_OUT_CB[57]<=DAT_OUT_CB[58];
  DAT_OUT_CB[56]<=DAT_OUT_CB[57];
  DAT_OUT_CB[55]<=DAT_OUT_CB[56];
  DAT_OUT_CB[54]<=DAT_OUT_CB[55];
  DAT_OUT_CB[53]<=DAT_OUT_CB[54];
  DAT_OUT_CB[52]<=DAT_OUT_CB[53];
  DAT_OUT_CB[51]<=DAT_OUT_CB[52];
  DAT_OUT_CB[50]<=DAT_OUT_CB[51];
  DAT_OUT_CB[49]<=DAT_OUT_CB[50];
  DAT_OUT_CB[48]<=DAT_OUT_CB[49];
  DAT_OUT_CB[47]<=DAT_OUT_CB[48];
  DAT_OUT_CB[46]<=DAT_OUT_CB[47];
  DAT_OUT_CB[45]<=DAT_OUT_CB[46];
  DAT_OUT_CB[44]<=DAT_OUT_CB[45];
  DAT_OUT_CB[43]<=DAT_OUT_CB[44];
  DAT_OUT_CB[42]<=DAT_OUT_CB[43];
  DAT_OUT_CB[41]<=DAT_OUT_CB[42];
  DAT_OUT_CB[40]<=DAT_OUT_CB[41];
  DAT_OUT_CB[39]<=DAT_OUT_CB[40];
  DAT_OUT_CB[38]<=DAT_OUT_CB[39];
  DAT_OUT_CB[37]<=DAT_OUT_CB[38];
  DAT_OUT_CB[36]<=DAT_OUT_CB[37];
  DAT_OUT_CB[35]<=DAT_OUT_CB[36];
  DAT_OUT_CB[34]<=DAT_OUT_CB[35];
  DAT_OUT_CB[33]<=DAT_OUT_CB[34];
  DAT_OUT_CB[32]<=DAT_OUT_CB[33];
  DAT_OUT_CB[31]<=DAT_OUT_CB[32];
  DAT_OUT_CB[30]<=DAT_OUT_CB[31];
  DAT_OUT_CB[29]<=DAT_OUT_CB[30];
  DAT_OUT_CB[28]<=DAT_OUT_CB[29];
  DAT_OUT_CB[27]<=DAT_OUT_CB[28];
  DAT_OUT_CB[26]<=DAT_OUT_CB[27];
  DAT_OUT_CB[25]<=DAT_OUT_CB[26];
  DAT_OUT_CB[24]<=DAT_OUT_CB[25];
  DAT_OUT_CB[23]<=DAT_OUT_CB[24];
  DAT_OUT_CB[22]<=DAT_OUT_CB[23];
  DAT_OUT_CB[21]<=DAT_OUT_CB[22];
  DAT_OUT_CB[20]<=DAT_OUT_CB[21];
  DAT_OUT_CB[19]<=DAT_OUT_CB[20];
  DAT_OUT_CB[18]<=DAT_OUT_CB[19];
  DAT_OUT_CB[17]<=DAT_OUT_CB[18];
  DAT_OUT_CB[16]<=DAT_OUT_CB[17];
  DAT_OUT_CB[15]<=DAT_OUT_CB[16];
  DAT_OUT_CB[14]<=DAT_OUT_CB[15];
  DAT_OUT_CB[13]<=DAT_OUT_CB[14];
  DAT_OUT_CB[12]<=DAT_OUT_CB[13];
  DAT_OUT_CB[11]<=DAT_OUT_CB[12];
  DAT_OUT_CB[10]<=DAT_OUT_CB[11];
  DAT_OUT_CB[9]<=DAT_OUT_CB[10];
  DAT_OUT_CB[8]<=DAT_OUT_CB[9];
  DAT_OUT_CB[7]<=DAT_OUT_CB[8];
  DAT_OUT_CB[6]<=DAT_OUT_CB[7];
  DAT_OUT_CB[5]<=DAT_OUT_CB[6];
  DAT_OUT_CB[4]<=DAT_OUT_CB[5];
  DAT_OUT_CB[3]<=DAT_OUT_CB[4];
  DAT_OUT_CB[2]<=DAT_OUT_CB[3];
  DAT_OUT_CB[1]<=DAT_OUT_CB[2];
  DAT_OUT_CB[0]<=DAT_OUT_CB[1];
end
else
begin
  DAT_OUT_CB = DAT_OUT_CB;
end
end
else
begin
  DAT_OUT_CB = 1'b0;
end
endmodule
==> results.txt <==
run metrics: relative slew slack 78.0%, Logic cell area 0.00154 mm^2, Synthesis Warnings 1, # setup viols final 0, Core Box Area 0.0132 mm^2, Crit Path Class reg2out, worst r2r path cells 3, Peak VDD IR 656 uV, CP Data Required Time 960 ps, Hold Path Depth 3, initial antenna violation count 0, Vias 3,162, Reg with most FFs DAT_OUT_CB, Tmin final 1160 ps, crit path DAT 920 ps, Sequential Power Share 48.8%, row cnt 42, register area share after synthesis 55.5%, Int Pwr 6.14 mW, Unique cell types 7, clock sinks 112, min setup slack post-route 42.2 ps, cycle use final 96.5%, Dominant cell area share 55.5%, post-route setup TNS 0 ps, synth-to-layout area growth 58.2%, tool warnings 25, Detail Route Antenna Nets 0, Logic pwr share 3.8%, drt first-iter violations 153, Ports 116, vias in the first global route 2,983, CTS H-tree depth 3, CTS max path bufs 2, first-pass GRT wire length 15,000 um, fillers 1,200, Top Family by Delay on Critical Path flip-flops, max FFs per register 112, Max Freq 864 MHz, YS chip area 0.00404 mm^2, CTS tree done, leakage power 3.49 nW, Min-Delay Path Class in2reg, Port Buf Inserts 115, Crit-path slowest cell dfxtp_2, Critical Path Max Stage Delay 320 ps, layout cells sized above 1 41.3%, gr usage total 13.5%, dpl hpwl 5120 um, Cells after Synth 361, GP Congestion 0.726, crit-path cells dlygate4sd2_1, Tightest Pin Transition 331 ps, status finished clean, largest area contributor in the netlist dfxtp_1, largest registers DAT_OUT_CB: 112 flops, clock root buffer clkbuf_16, Hold-fix buffers, CTS 0, Crit. path cell count 1, largest net degree at the start of global routing 61, critical path endpoint category output pin, final hold vios 0, clk ins delay skew pair 350 ps, unrepaired setup endpoints after global routing no, Clk network pwr share 47.4%, DRC viols 0, Mean Syn Cell Area 11.2 um^2, Switching Share 19.5%, worst-path maximum fanout 2, CP bufs+invs 1, CTS clk-pin slew, worst paths 70 ps, Die Y-Extent 118 um, yosys stat cell total 361, pre-CTS setup slack 96.3 ps, clock buffer count from CTS 9, GR Overflow Total 0, Initial DRT Pass Iterations 4, chip area 0.0139 mm^2, type of origin of the critical path flip-flop, DR vias/cell 4.22, MaxCap Viol Count 0, Synth area leaders dfxtp_1 55%, mux2i_1 28%, nor2_1 10%, final worst clock skew 2.62 ps, post-synthesis cell area 0.00404 mm^2, sequential cell area 0.00238 mm^2, Sw Pwr 1.48 mW, number of diodes 0, Layout Utilization 48.5%, fp util 30.6%, total power divided by cell area 1190 mW/mm^2, DIE WIDTH 118 um, Final Max Slew Viols 0, WL final 8830 um, WL per Instance 11.8 um, Flops after synth 112
-- routing by layer --
| layer | wire length [um] | share of wire, % | vias to the layer above | GRT usage [%] |
|---|---|---|---|---|
| met4 | 203 | 2.3 | 0 | 2.48 |
| met2 | 3560 | 40 | 76 | 19.2 |
| met5 | 0 | 0 | - | 0 |
| li1 | - | - | 1610 | - |
| met3 | 443 | 5.0 | 14 | 2.92 |
| met1 | 4630 | 52 | 1462 | 21.6 |
-- stage by stage --
stage	hold slack, ps	instance area (um^2)	power (mW)	instances
floorplan	387	4040	4.08	361
global placement	475	5280	4.09	636
detailed placement	486	5280	4.10	636
CTS	347	6390	7.74	750
global route	359	6390	7.91	750
finish	353	6390	7.62	750
-- what timing repair did --
item                       in CTS  in global routing
resized                       224                  2
setup buffers                  98                  0
setup endpoints to repair     112                  2
-- synth_stat cells --
cell type / n
nor2_1: 112
buf_12: 9
clkbuf_1: 11
buf_2: 1
buf_4: 4
mux2i_1: 112
dfxtp_1: 112
-- layout make-up --
class | instances | area share [%]
clock buffers | 10 | 3.74
clock inverters | 6 | 2.04
multi-input cells | 224 | 24.1
flip-flops and latches | 112 | 37.3
well taps | 176 | 3.45
repair buffers | 222 | 29.4
-- cells in the final DEF (no fill, tap or decap), drive strengths merged --
| cell | netlist | layout |
|---|---|---|
| clkinv | 0 | 2 |
| mux2i | 112 | 112 |
| nor2 | 112 | 112 |
| clkbuf | 11 | 10 |
| clkdlybuf4s15 | 0 | 2 |
| dfxtp | 112 | 112 |
| buf | 14 | 109 |
| clkdlybuf4s50 | 0 | 1 |
| dlygate4sd2 | 0 | 110 |
| bufinv | 0 | 4 |
-- power by group through the flow --
| stage | Combinational, mW | Clock, mW | Sequential, mW |
|---|---|---|---|
| after CTS | 0.294 | 3.73 | 3.72 |
| after global routing | 0.309 | 3.88 | 3.72 |
| final | 0.288 | 3.62 | 3.72 |
-- worst paths after layout --
path / from / end / slack [ps]
max: DAT_OUT_CB[12] / DAT_OUT_CB[12] / 40
min: RES_CB / DAT_OUT_CB[4] / 350
max reg2reg: DAT_OUT_CB[97] / DAT_OUT_CB[97] / 430
min reg2reg: DAT_OUT_CB[0] / DAT_OUT_CB[0] / 490
-- cell families after synthesis --
logic type	after synthesis	share of synthesized area [%]
and+or+nand+nor	112	10.4
DFF	112	55.5
muxes	112	27.7
buffers and inverters	25	6.35
Power figures rest on the tool's default switching activity, not on a simulated workload.
